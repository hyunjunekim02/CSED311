File: run.sh
#!/bin/bash
# OpenROAD 26Q1-2900-gdf79404cd8, Yosys 0.63+post, stock flow scripts
make -C /OpenROAD-flow-scripts/flow DESIGN_CONFIG=/design/flow/config.mk WORK_HOME=/design/flow/orfs finish
File: config.mk
export PLATFORM = sky130hd
export DESIGN_NAME = RegisterFile
export DESIGN_NICKNAME = RegisterFile
export VERILOG_FILES = /design/flow/design.v
export SDC_FILE = /design/flow/constraint.sdc
export NUM_CORES = 4
export LEC_CHECK = 1
export CORE_UTILIZATION = 50
File: constraint.sdc
current_design RegisterFile

set clk_period 11.7
set clk_io_pct 0.2

create_clock -name clk0 -period $clk_period [get_ports {clk}]

set non_clock_inputs [all_inputs -no_clocks]
set_input_delay [expr $clk_period * $clk_io_pct] -clock clk0 $non_clock_inputs
set_output_delay [expr $clk_period * $clk_io_pct] -clock clk0 [all_outputs]
File: design.v
module RegisterFile(input	reset,
                    input clk,
                    input [4:0] rs1,           
                    input [4:0] rs2,           
                    input [4:0] rd,            
                    input [31:0] rd_din,       
                    input write_enable,           
                    output [31:0] rs1_dout,    
                    output [31:0] rs2_dout,     
                    output rf17);        
  integer i;
  reg [31:0] rf[0:31];
  assign rs1_dout = rf[rs1];
  assign rs2_dout = rf[rs2];
  assign rf17 = (rf[17] == 10) ? 1 : 0;
  always @(posedge clk) begin
    if(write_enable && rd != 0) begin
        rf[rd] <= rd_din;
    end
  end
  always @(posedge clk) begin
    if (reset) begin
      for (i = 0; i < 32; i = i + 1)
        rf[i] = 32'b0;
      rf[2] = 32'h2ffc;  
    end
  end
endmodule
==> results.txt <==
fresh numbers from the pnr run: placed insts 5949, critical-path maximum fanout 79, max-cap viol count 0, Init Core Util 0.505, Hold Path Class in -> reg, global-route wire length before repair 268000 um, largest net degree at the start of global routing 97, Port Buffers 114, Max Slew Vio Count 0, worst-path cell with the longest stage delay clkdlybuf4s50_1, Gates resized, CTS repair 0, Syn Area/Cell 12.1 um^2, total die size 0.113 mm^2, Synth Seq Share 0.549, clock tree buffer depth 3, row cnt 122, setup TNS 0 ps, Net Sw Frac 0.256, run status finished, final reports clean, Worst Setup SP rs1[0], CTS Buf Count 112, Worst-Margin Slew 989 ps, VDD IR max 0.117 mV, tool warnings 26, via count 37600, ys cells 4614, Critical Path Most Common Cell clkdlybuf4s50_1, Mapped Cells 4614, DPL Wire Length 107000 um, Ports 115, drt drc 0, clock power share 0.382, DRT iter0 DRCs 2535, startpoint of the worst hold path reset, crit path DRT 9360 ps, register share of total power 0.493, synth-to-layout area growth 10.2%, DRT Wirelength 189000 um, H-tree depth 3, Setup crit end kind primary output, Internal 6.58 mW, Fmax achieved 117 MHz, Max transition margin 0.336, Fillers 8971, Synth flops 1024, Critical Path AT 6210 ps, Top reg by flops rf, initial antenna violation count 7, CTS tree done, drt first pass iters 5, Die Span X 337 um, fin crit share 0.731, DR WL/cell 30.7 um, critical path's largest stage delay 620 ps, CP cell instances clkdlybuf4s50_1 -> and2_4 -> buf_4 -> buf_12 -> a22o_1 -> nor3_1 -> a31oi_1 -> nand3_1 -> clkdlybuf4s50_1, total power divided by cell area 143 mW/mm^2, vias in the first global route 37600, Leak 23.9 nW, Synth Cell Area 0.0560 mm^2, RSZ-0062 raised after global routing no, clock-pin slew on the worst setup and hold paths 60 ps, Chip Area, Yosys 0.0560 mm^2, routability congestion estimate 0.938, total clock sinks 1024, Startpoint Class input pin, Sw Pwr 2.27 mW, Worst Hold End rf[0][31], combinational fraction of design power 0.125, max reg flops 1024, fraction of layout cells with a size suffix above 1 0.0800, Post-DRT Antenna Nets 0, GRT Residual Overflow 0, count of final setup violators 0, library cells used by synthesis 30, final hold viol count 0, Regs by FF count rf x1024, fin crit period 8550 ps, vias per inst 6.10, die height 337 um, Core Area 0.111 mm^2, GRT Total Usage 0.364, number of setup buffers added after CTS 0, Worst Hold Depth 2, Finished Layout Cells 6158, synth warn 1, Hold Buf Count CTS 0, critical setup path kind in -> out, clk root buf clkbuf_16
==> cell type report <==
| cell class | count | area (um^2) | share of cell area |
|---|---|---|---|
| Timing Repair Buffer | 263 | 2380 | 0.0385 |
| Tap cell | 1488 | 1860 | 0.0302 |
| Clock inverter | 62 | 480 | 0.00779 |
| Multi-Input combinational cell | 3174 | 23300 | 0.377 |
| Antenna cell | 7 | 17.5 | 0.000284 |
| Clock buffer | 140 | 2930 | 0.0475 |
| Sequential cell | 1024 | 30700 | 0.498 |
==> worst max-delay path: cells and delay by family <==
kind	cells	cell delay (ps)
buffers and inverters	4	2130
and+or+nand+nor	3	910
AOI/OAI and AO/OA	2	790
==> placed cells by master (no fill, tap or decap), drive strengths merged, types with 3 or more instances in the layout <==
master	count
mux2i	1024
edfxtp	1024
and2	983
nand2	195
nand3	194
a22oi	192
a21oi	192
buf	152
clkbuf	140
a22o	128
clkdlybuf4s50	111
nor3	64
a31oi	64
clkinv	51
nor2	35
or2	33
conb	32
or3	12
bufinv	8
diode	7
nor4	6
nand3b	5
nor2b	4
nand2b	4
or3b	3
==> metal layers <==
layer / track usage / vias to the layer above / wire length, um
li1: - / 16800 / -
met1: 0.515 / 18300 / 71400
met2: 0.510 / 2132 / 83500
met3: 0.214 / 323 / 28000
met4: 0.0859 / 14 / 5660
met5: 0.0323 / - / 511
==> cell usage after synthesis (all sizes together) <==
| library cell | number | share of area |
|---|---|---|
| nand4 | 2 | 0.00022 |
| nor4 | 6 | 0.00067 |
| and2 | 983 | 0.11 |
| mux2i | 1024 | 0.18 |
| a22oi | 192 | 0.026 |
| or2 | 33 | 0.0037 |
| conb | 1 | 0.000067 |
| or3 | 12 | 0.0013 |
| nand3 | 194 | 0.017 |
| nor2b | 4 | 0.00045 |
| nand2b | 4 | 0.00045 |
| or3b | 3 | 0.00051 |
| nand3b | 5 | 0.00067 |
| nor4b | 2 | 0.00031 |
| edfxtp | 1024 | 0.55 |
| nand2 | 195 | 0.013 |
| a21oi | 192 | 0.017 |
| nor3 | 64 | 0.0057 |
| nor2 | 35 | 0.0029 |
| clkbuf | 254 | 0.018 |
| a31oi | 64 | 0.0071 |
| buf | 193 | 0.023 |
| a22o | 128 | 0.020 |
==> power groups by stage <==
stage                 sequential [mW]  combinational [mW]  clock (mW)
after global routing             4.39                1.17        3.55
final                            4.36                1.11        3.38
after CTS                        4.36                1.09        3.42
==> worst max-delay path by stage <==
| stage | end | slack, ps | depth (start not counted) |
|---|---|---|---|
| 4_1_cts | rs1_dout[15] | 3380 | 9 |
| 5_1_grt | rs1_dout[15] | 3150 | 9 |
| 6_report | rs1_dout[15] | 3150 | 9 |
==> stage by stage <==
step	worst slack, ps	util	hold slack, ps	total power, mW	cell area, um^2
2_1_floorplan	5970	-	2520	5.04	56100
3_3_place_gp	3390	0.526	3040	5.51	58300
3_5_place_dp	3390	0.526	3030	5.52	58300
4_1_cts	3380	0.557	2290	8.86	61700
5_1_grt	3150	0.557	2320	9.10	61700
6_report	3150	0.557	2320	8.84	61700
==> logic make-up after synthesis <==
logic type             count (synthesis)  share of synthesized area
AND-OR/OR-AND                        576                     0.0701
buffers and inverters                447                     0.0407
AND/OR/NAND/NOR                     1542                      0.157
other                                  1                  0.0000670
multiplexers                        1024                      0.183
flip-flops                          1024                      0.549
Power figures rest on the tool's default switching activity, not on a simulated workload.
