--- flow/design.v ---
module BTB(input [31:0] pc,
           input reset,
           input clk,
           input [31:0] IF_ID_pc,
           input alu_bcond,
           input [31:0] writePC,
           input [31:0] pc_plus_imm,
           input [31:0] reg_plus_imm,
           input [4:0] write_bhsr,
           input is_jal,
           input is_jalr,
           input branch,
           output reg [31:0] nPC,
           output reg [4:0] bhsr
           );
  wire [31:0] tag;
  wire [4:0] index;
  wire [4:0] write_idx;
  wire [31:0] write_tag;
  wire taken;
  reg [5:0] idx;
  reg [31:0] tag_table[0:31];
  reg [31:0] btb[0:31];
  reg [1:0] bht[0:31];
  assign tag = pc[31:0];
  assign index = pc[6:2] ^ bhsr;
  assign write_tag = writePC[31:0];
  assign write_idx = writePC[6:2] ^ write_bhsr;
  assign taken = (branch & alu_bcond) | is_jal | is_jalr;
  always @(*) begin
    if((tag_table[index] == tag) & (bht[index] >= 2'b10)) begin
      nPC = btb[index];
    end
    else begin
      nPC = pc + 4;
    end
  end
  always @(*) begin
    if (is_jal | branch) begin
      if ((tag_table[write_idx] != write_tag) | (btb[write_idx] != pc_plus_imm)) begin
        tag_table[write_idx] = write_tag;
        btb[write_idx] = pc_plus_imm;
      end
    end
    else if (is_jalr) begin
      if ((tag_table[write_idx] != write_tag) | (btb[write_idx] != reg_plus_imm)) begin
        tag_table[write_idx] = write_tag;
        btb[write_idx] = reg_plus_imm;
      end
    end
  end
  always @(*) begin
    if (branch | is_jal | is_jalr) begin 
      if(taken) begin
        case(bht[write_idx])
          2'b00: begin
            bht[write_idx]=2'b01;
          end
          2'b01: begin
            bht[write_idx]=2'b10;
          end
          2'b10: begin
            bht[write_idx]=2'b11;
          end
          2'b11: begin
            bht[write_idx]=2'b11;
          end
        endcase
        bhsr = {bhsr[3:0], 1'b1};
      end
      else begin
        case(bht[write_idx])
          2'b00: begin
            bht[write_idx]=2'b00;
            end
          2'b01: begin
            bht[write_idx]=2'b00;
          end
          2'b10: begin
            bht[write_idx]=2'b01;
          end
          2'b11: begin
            bht[write_idx]=2'b10;
          end
        endcase
        bhsr = {bhsr[3:0], 1'b0};
      end
    end
  end
  always @(posedge clk) begin
    if (reset) begin
      for(idx = 0; idx < 32; idx = idx + 1) begin
        btb[idx] = 0;
        tag_table[idx] = -1;
        bht[idx] = 2'b00;
      end
      bhsr = 5'b00000;
    end
  end
endmodule
module MissPredDetector(input [31:0] IF_ID_pc,
                        input ID_EX_is_jal,
                        input ID_EX_is_jalr,
                        input ID_EX_branch,
                        input ID_EX_bcond,
                        input [31:0] ID_EX_pc,
                        input [31:0] pc_plus_imm,
                        input [31:0] reg_plus_imm,
                        output reg is_miss_pred);
  wire is_jal_or_taken = (ID_EX_is_jal | (ID_EX_branch & ID_EX_bcond)) & (IF_ID_pc != pc_plus_imm);
  wire is_jalr_or_taken  = (ID_EX_is_jalr) & (IF_ID_pc != reg_plus_imm);
  wire is_branch  = (IF_ID_pc != ID_EX_pc+4) & (ID_EX_branch & !ID_EX_bcond);
  always @(*) begin
    if(is_jal_or_taken | is_jalr_or_taken | is_branch) begin
      is_miss_pred=1;
    end
    else begin
      is_miss_pred=0;
    end 
  end
endmodule
--- flow/constraint.sdc ---
current_design BTB

set clk_period 7.1
set clk_io_pct 0.2

create_clock -name clk0 -period $clk_period [get_ports {clk}]

set non_clock_inputs [all_inputs -no_clocks]
set_input_delay [expr $clk_period * $clk_io_pct] -clock clk0 $non_clock_inputs
set_output_delay [expr $clk_period * $clk_io_pct] -clock clk0 [all_outputs]
--- flow/run.sh ---
#!/bin/bash
# OpenROAD 26Q1-2900-gdf79404cd8, Yosys 0.63+post, stock flow scripts
make -C /OpenROAD-flow-scripts/flow DESIGN_CONFIG=/design/flow/config.mk WORK_HOME=/design/flow/orfs finish
--- flow/config.mk ---
export PLATFORM = sky130hd
export DESIGN_NAME = BTB
export DESIGN_NICKNAME = BTB
export VERILOG_FILES = /design/flow/design.v
export SDC_FILE = /design/flow/constraint.sdc
export NUM_CORES = 4
export LEC_CHECK = 1
export CORE_AREA = 10 10 88 88
export DIE_AREA = 0 0 98 98
==> deck_impl_summary.md <==
Key Metrics from the Run

STA
  – Final Hold Violation Tally: 0
  – RSZ-0062 raised after global routing: no
  – Slew HR: 0.6518
  – FMAX: 0.1968 GHz
  – Final setup vio count: 0
  – Final setup TNS: 0 ns
  – Final Cycle Share: 0.7156
  – Fin Hold WS: 2.840 ns
  – Post-route setup slack: 2.019 ns
  – Pin slew with the least headroom to its limit: 0.5184 ns
  – Post-layout min period: 5.081 ns
  – Slew Viols, Final: 0

Yosys
  – Adder share: 0.01901
  – Top-count cell post-synth: xnor2_1
  – Synth mux share: 0
  – YS chip area: 658.1 µm²
  – Top post-synthesis cells by count: xnor2_1 (22), nand3_1 (13), nand2_1 (9), nand4_1 (9), buf_4 (7)
  – Synth Seq Share: 0
  – Main logic family: simple AND/OR/NAND/NOR gates
  – Cells after synthesis: 89
  – XORs/XNORs by Area: 0.3726
  – Warnings from Yosys: 5544
  – Cell taking the most area after synthesis: xnor2_1
  – Cell Type Count: 19
  – Simple-Gate Area Share: 0.5171
  – Yosys aoi share: 0
  – Top area cell types: xnor2_1 (29%), nand3_1 (9.9%), nor4_4 (9.7%)
  – Area leader share: 0.2928
  – Post-Syn Area: 658.1 µm²
  – Synth Area per Inst: 7.395 µm²
  – Yosys cell count: 89

Critical path
  – Crit-path cells: clkdlybuf4s50_1 -> ha_1 -> nand3_1 -> nor3_1 -> nand4_1 -> xnor2_1 -> clkdlybuf4s50_1
  – CP delay by family, top: buffers and inverters
  – Worst Path Required: 5.68 ns
  – CP max FO: 6
  – CP Launch Type: input pin
  – CP Data Arrival Time: 3.66 ns
  – Origin of the worst setup path: pc[2]
  – Cell mode on critical path: clkdlybuf4s50_1
  – CP peak stage delay: 0.58 ns
  – Buf+Inv Stages, Crit Path: 2
  – Crit Path Class: in2out
  – Slowest CP cell: clkdlybuf4s50_1
  – Crit end category: output pin

Clock tree
  – Hold buffer count at CTS: 0
  – Setup Buffers After CTS: 0
  – Post-CTS resize count: 0

Placement
  – DP Worst Slack: 1.972 ns
  – Dpl hpwl: 2.459 mm
  – GPL Wtd Cong: 0.7560
  – Port Buffers: 60

Finish
  – Share of layout cells above drive strength 1: 0.04110
  – Syn-to-layout area delta: 99.81%
  – Number of clock buffers in the layout: 0
  – Seq cells: 0
  – Flop area: 0 µm²

Die
  – Number of core rows: 28
  – Die height: 98 µm
  – Die width: 98 µm
  – Initial Utilization: 0.1112
  – CORE AREA: 0.005921 mm²
  – I/O pin cnt: 208
  – Die ar.: 0.009604 mm²

Routing
  – Vias per cell: 3.747
  – Post-Route WL: 2.765 mm
  – DR DRC count: 0
  – DR vias: 828
  – Per-cell routed wire length: 12.51 µm
  – Routed Antenna Nets: 0
  – Final antenna diode count: 0
  – First drt pass iteration count: 4
  – Detailed router's first-iteration violation count: 24

Worst hold path
  – Min-delay src: pc[0]
  – Worst hold path class: in2out
  – Hold path endpoint: nPC[0]
  – Hold path cells: 0

Power and ir drop
  – Leak pwr: 0.0004408 µW
  – Power per cell area: 43.25 mW/mm²
  – Peak supply drop: 0.01976 mV

Global route
  – Antenna violations before repair: 0
  – First-pass GRT wire length: 4.416 mm
  – Largest net degree at the start of global routing: 10
  – GR Overflow Total: 0
  – Number of global-route vias before repair: 861
  – GRT Total Usage: 0.05385

Status
  – Status: finished, final reports clean

Run
  – MaxCap Viol Count: 0
  – Tally of OpenROAD warnings: 166
area by class of cell:
cell class	instances	area [µm²]
fillers	655	4606
multi-input cells	85	616.8
repair buffers	60	600.6
well taps	75	93.84
inverters	1	3.754
power by group:
group	internal [µW]	switching (µW)
combinational	38.0	18.9
sequential	0	0
clock	0	0
total	38.0	18.9
metal layers:
metal / track usage / vias up / wire (µm)
met3: 0.03201 / 0 / 402
met2: 0.07716 / 46 / 1080
met5: 0 / - / 0
met1: 0.07206 / 359 / 1282
li1: - / 423 / -
met4: 0 / 0 / 0
how the worst max path moves through the flow:
| stage | endpoint | slack (ns) | cells past startpoint |
|---|---|---|---|
| 4_1_cts | nPC[26] | 1.97 | 7 |
| 5_1_grt | nPC[31] | 1.82 | 6 |
| 6_report | nPC[26] | 2.02 | 7 |
cell families after synthesis:
logic type	count (synthesis)
AND/OR/NAND/NOR	51
XOR/XNOR	28
buffers and inverters	8
adder cells (fa/ha/maj)	1
other	1
metrics by stage:
step	power (µW)	utilization	cell area, µm²	instances
after global placement	57.61	0.2221	1315	221
final	56.87	0.2221	1315	221
after CTS	58.07	0.2221	1315	221
after global routing	62.45	0.2221	1315	221
after floorplan	13.94	-	673.1	93
after detailed placement	57.48	0.2221	1315	221
cells in the final DEF, fill, tap and decap left out:
| master | n |
|---|---|
| inv_1 | 1 |
| xor2_1 | 6 |
| and2_2 | 1 |
| nor3_1 | 2 |
| and4_1 | 1 |
| and2_1 | 1 |
| conb_1 | 5 |
| nor4_1 | 1 |
| and3_1 | 4 |
| ha_1 | 1 |
| xnor2_1 | 22 |
| nand3_4 | 1 |
| nor2_1 | 5 |
| nand2_1 | 9 |
| nor4_4 | 3 |
| nand4_4 | 1 |
| clkdlybuf4s50_1 | 60 |
| nand4_1 | 9 |
| nand3_1 | 13 |
Power figures rest on the tool's default switching activity, not on a simulated workload.
