$ cat flow/constraint.sdc
current_design ControlUnit

set clk_period 1.7
set clk_io_pct 0.2

create_clock -name clk0 -period $clk_period

set non_clock_inputs [all_inputs -no_clocks]
set_input_delay [expr $clk_period * $clk_io_pct] -clock clk0 $non_clock_inputs
set_output_delay [expr $clk_period * $clk_io_pct] -clock clk0 [all_outputs]
$ cat flow/config.mk
export PLATFORM = sky130hd
export DESIGN_NAME = ControlUnit
export DESIGN_NICKNAME = ControlUnit
export VERILOG_FILES = /design/flow/design.v
export SDC_FILE = /design/flow/constraint.sdc
export NUM_CORES = 4
export LEC_CHECK = 1
export CORE_AREA = 10 10 70 70
export DIE_AREA = 0 0 80 80
$ cat flow/design.v
module PC (input reset,
          input clk,
          input [31:0] next_pc,
          output reg [31:0] current_pc);
  always @(posedge clk) begin
    if(reset) begin
      current_pc <= 0;
    end
    else begin
      current_pc <= next_pc;
    end
  end
endmodule
module ControlUnit (input [6:0] part_of_inst,
                    output is_jal,
                    output is_jalr,
                    output branch,
                    output mem_read,
                    output mem_to_reg,
                    output mem_write,
                    output alu_src,
                    output write_enable,
                    output pc_to_reg,
                    output is_ecall);
  assign is_jalr = (part_of_inst == 7'b1100111) ? 1 : 0;
  assign is_jal = (part_of_inst == 7'b1101111) ? 1 : 0;
  assign branch = (part_of_inst == 7'b1100011) ? 1 : 0;
  assign mem_read = (part_of_inst == 7'b0000011) ? 1 : 0;
  assign mem_to_reg = (part_of_inst == 7'b0000011) ? 1 : 0;
  assign mem_write = (part_of_inst == 7'b0100011) ? 1 : 0;
  assign alu_src = (part_of_inst != 7'b0110011 && part_of_inst != 7'b1100011) ? 1 : 0;
  assign write_enable = ((part_of_inst != 7'b0100011) && (part_of_inst != 7'b1100011)) ? 1 : 0; 
  assign pc_to_reg = (part_of_inst == 7'b1101111 || part_of_inst == 7'b1100111) ? 1: 0;
  assign is_ecall = (part_of_inst == 7'b1110011) ? 1 : 0;
endmodule
module ImmediateGenerator(input [31:0] part_of_inst,
                          output reg [31:0] imm_gen_out);
  always @(*) begin
    case (part_of_inst[6:0])
      7'b0010011, 7'b0000011, 7'b1100111: begin  
        imm_gen_out = {{21{part_of_inst[31]}}, part_of_inst[30:20]};
      end
      7'b0100011: begin  
        imm_gen_out = {{21{part_of_inst[31]}}, part_of_inst[30:25], part_of_inst[11:7]};
      end
      7'b1100011: begin  
        imm_gen_out = {{20{part_of_inst[31]}}, part_of_inst[7], part_of_inst[30:25], part_of_inst[11:8], 1'b0};
      end
      7'b1101111: begin  
        imm_gen_out = {{12{part_of_inst[31]}}, part_of_inst[19:12], part_of_inst[20], part_of_inst[30:25], part_of_inst[24:21], 1'b0};
      end
      default: begin
        imm_gen_out = 32'b0;
      end
    endcase
  end
endmodule
module ALUControlUnit (input [31:0] part_of_inst,
                      output reg [2:0] alu_op);
  wire [6:0] opcode;
  wire [2:0] funct3;
  wire [6:0] funct7;
  assign opcode = part_of_inst[6:0];
  assign funct3 = part_of_inst[14:12];
  assign funct7 = part_of_inst[31:25];
  always @(*) begin
    case(opcode)
      7'b0110011 : begin
        case(funct7)
          7'b0100000 : begin
            alu_op = 3'b010;
          end
          default : begin
            alu_op = funct3;
          end
        endcase
      end
      7'b0010011 : begin
        alu_op = funct3;
      end
      7'b0000011 : alu_op = 3'b000;
      7'b0100011 : alu_op = 3'b000;
      7'b1100111 : alu_op = 3'b000;
      7'b1100011 : alu_op = 3'b010;
      default : alu_op = 3'b000;
    endcase
  end
endmodule
module ALU (input [2:0] alu_op,
            input [31:0] alu_in_1,
            input [31:0] alu_in_2,
            input [2:0] funct3,
            output [31:0] alu_result,
            output alu_bcond);
  reg [31:0] result;
  reg bcond;
  assign alu_result = result;
  assign alu_bcond = bcond;
  always @(*) begin
    case(alu_op)
      3'b000: begin
        result = alu_in_1 + alu_in_2;
      end
      3'b010: begin
        result = alu_in_1-alu_in_2;
        case(funct3)
          3'b000: begin
            bcond = (result == 32'b0);
          end
          3'b001: begin
            bcond = (result != 32'b0);
          end
          3'b100: begin
            bcond = (result[31] == 1'b1);
          end
          3'b101: begin
            bcond = (result[31] != 1'b1);
          end
          default:
            bcond = 1'b0;
        endcase
      end
      3'b001: begin
        result = alu_in_1 << alu_in_2;
      end
      3'b100: begin
        result = alu_in_1 ^ alu_in_2;
      end
      3'b110: begin
        result = alu_in_1 | alu_in_2;
      end
      3'b111: begin
        result = alu_in_1 & alu_in_2;
      end
      3'b101: begin
        result = alu_in_1 >> alu_in_2;
      end
      default: begin
        result = 0;
      end
    endcase
    if(alu_op!=3'b010) begin
      bcond = 1'b0;
    end
  end
endmodule
$ cat flow/run.sh
#!/bin/bash
# OpenROAD 26Q1-2900-gdf79404cd8, Yosys 0.63+post, stock flow scripts
make -C /OpenROAD-flow-scripts/flow DESIGN_CONFIG=/design/flow/config.mk WORK_HOME=/design/flow/orfs finish
==> results.json <==
{
  "status": "finished, final reports clean",
  "utilization_pct": 10.70,
  "die-width_um": 80,
  "min_path_cells": 4,
  "dr_total_vias": 192,
  "critPathCaptureType": "primary output",
  "relSlewSlack_pct": 86.07,
  "setup_viol": 0,
  "grt_max_degree": 7,
  "die_area_sq_um": 6400,
  "worstHoldStart": "part_of_inst[2]",
  "overflow": 0,
  "totalPowerFinal_w": 0.00004208,
  "wl_um": 755,
  "leakagePower_nw": 0.1678,
  "min_period_ps": 1618,
  "dr.pass1.iters": 1,
  "syn_area_sq_um": 118.9,
  "rsz0062_at_grt": "no",
  "core_area_sq_um": 3416,
  "hold_viol": 0,
  "layout.cells.non_filler": 82,
  "drtAntennaViolNets": 0,
  "grt_pass1_wl_um": 1131,
  "post-place-ws_ps": -533.0,
  "clkbuf_count": 0,
  "fp-row-count": 21,
  "place.port_buffers": 17,
  "drc_errors": 0,
  "antenna_found_initial": 0,
  "startpoint_type": "primary input",
  "worst_ep_arrival_time_ps": 1280,
  "cp.required_ps": 1360,
  "routabilityCongestion": 0.7782,
  "ios": 17,
  "hold_end": "pc_to_reg",
  "layout_setup_ws_ps": 82.31,
  "gr-usage-all-layers_pct": 2.193,
  "wl_per_cell_um": 9.207,
  "synth_seq_share_pct": 0,
  "critPathMaxFanout": 5,
  "seq_cell_count": 0,
  "via_per_inst": 2.341,
  "hold_path.class": "primary input to primary output",
  "max_slew.worst_pin.slew_ps": 207.4,
  "synth_area_per_cell_sq_um": 7.429,
  "fp_util_pct": 3.480,
  "final_cell_area_sq_um": 365.4,
  "register_area_sq_um": 0,
  "yosysChipArea_sq_um": 118.9,
  "period_used_pct": 95.16,
  "criticalPathCategory": "primary input to primary output",
  "holdBufCountCts": 0,
  "num_antenna_cells": 0,
  "fillers": 401,
  "drive_above_1_share_pct": 50.00,
  "dpl_cell_area_sq_um": 361.6,
  "drv_cap": 0,
  "fmax_ghz": 0.6182,
  "area.growth.synth_to_final_pct": 207.4,
  "dp.cells": 81,
  "die.size.y_um": 80,
  "power_density_nw_per_um2": 115.2,
  "ir_worst_vdd_uv": 24.17,
  "tool_warnings": 32,
  "grt_pass1_vias": 202,
  "ys_cells": 16,
  "synth_cells": 16,
  "comb_area_sq_um": 145.1,
  "slew_violations": 0,
  "synth.distinct_cells": 11,
  "drt_iter0_drc": 0,
  "synth_warnings": 0
}
[worst max-delay path by stage]
stage | from | endpoint | slack [ps] | cells after the start
after CTS | part_of_inst[3] | alu_src | 20 | 4
after global routing | part_of_inst[2] | write_enable | 40 | 4
final | part_of_inst[1] | write_enable | 80 | 4
[cell families after synthesis]
group                  share of synthesized area (%)
AND/OR/NAND/NOR                                83.17
buffers and inverters                          9.473
XOR/XNOR                                       7.370
[where the power goes]
group	switching, W	leakage, nW	internal [W]
registers	0	0	0
logic	0.0000202	0.168	0.0000219
clock network	0	0	0
total	0.0000202	0.168	0.0000219
[metal layers]
metal | up-vias | global-route usage (%) | wire, um
li1 | 99 | - | -
met1 | 86 | 2.966 | 360
met2 | 7 | 3.451 | 340
met3 | 0 | 0.7955 | 54
met4 | 0 | 0 | 0
met5 | - | 0 | 0
[final cells by class]
class | instances | share of cell area [%]
inverters | 1 | 1.027
multi-input cells | 14 | 39.73
well taps | 46 | 15.75
repair buffers | 21 | 43.49
[synthesized netlist by cell type]
cell / n / area share [%]
buf_4: 1 / 6.3
inv_1: 1 / 3.2
nand3_1: 2 / 8.4
nand3b_1: 1 / 6.3
nand4bb_4: 1 / 23
nor2_1: 3 / 9.5
nor3_1: 2 / 8.4
nor4_1: 1 / 5.3
nor4b_1: 1 / 7.4
or3b_1: 2 / 15
xnor2_1: 1 / 7.4
[through the flow]
step                TNS (ps)  hold WS [ps]
finish                     0          1037
global route               0          1075
CTS                        0          1088
detailed placement     -4669          1719
global placement       -4426          1698
floorplan                  0         694.1
[critical path: stages]
cell and delay [ps]:
clkdlybuf4s15_2 210, nand4bb_4 170, or3b_1 420, buf_2 130
[cell usage in the layout, fill, tap and decap left out, drive strengths merged]
cell | synthesis | final
nand3b | 1 | 1
clkdlybuf4s15 | 0 | 1
xnor2 | 1 | 1
nand3 | 2 | 2
dlymetal6s2s | 0 | 1
or3b | 2 | 2
clkbuf | 0 | 3
buf | 1 | 9
inv | 1 | 1
nor4b | 1 | 1
nor2 | 3 | 3
nand4bb | 1 | 1
nor4 | 1 | 1
dlygate4sd2 | 0 | 7
nor3 | 2 | 2
[repair_timing]
action | CTS | global route
cloned | 0 | 0
setup endpoints to repair | 10 | 4
setup buffers | 0 | 1
pin swaps | 6 | 4
resized | 40 | 6
Power and IR drop assume default switching activity.
